==> design.v <==
`timescale 1ns / 1ps
module Dependency_check_block(ins,clk,reset,imm,op_dec,RW_dm,mux_sel_A,mux_sel_B,imm_sel,
mem_en_ex,mem_rw_ex,mem_mux_sel_dm);
input [31:0]ins;
input clk,reset;
output reg [15:0] imm;
output reg [5:0] op_dec;
output reg[4:0] RW_dm;
output [1:0] mux_sel_A,mux_sel_B;
output reg imm_sel,mem_en_ex,mem_rw_ex,mem_mux_sel_dm;
reg q1,q2,q3,q4,q5;
reg [4:0]reg1,reg2,reg3,reg4,reg5,reg6;
wire [14:0] in_ex,ins_and;
assign JMP = ((~ins[31])&ins[30]&ins[29]&(~ins[28])&(~ins[27])&(~ins[26]));  
assign Cond_J = ((~ins[31])&ins[30]&(ins[29])&(ins[28])); 
assign LD_fb = ((~ins[31])&ins[30]&(~ins[29])&(ins[28])&(~ins[27])&(~ins[26])&(~q1)); 
assign Imm = ((~ins[31])&(~ins[30])&ins[29]); 
assign LD1 = ((~ins[31])&ins[30]&(~ins[29])&(ins[28])&(~ins[27])&(~ins[26])); 
assign ST = ((~ins[31])&ins[30]&(~ins[29])&(ins[28])&(~ins[27])&(ins[26])); 
always@(posedge clk)
begin
	if(reset==0)
		begin
			q1<=0;
			op_dec<=0;
			imm<=0;
			imm_sel<=0;
			q2<=0;
			mem_rw_ex<=0;
			q3<=0;
			q4<=0;
			mem_en_ex<=0;								 
			q5<=0;
			mem_mux_sel_dm<=0;
			reg1<=0;
			reg2<=0;
			reg3<=0;
			reg4<=0;
			reg5<=0;
			reg6<=0;
		end
	else
		begin
			q1 <= LD_fb;
			op_dec <=ins[31:26];
			imm <=ins[15:0];
			imm_sel<=Imm;
			q2<=ins[26];
			mem_rw_ex<=q2;
			q3<=LD1&(~q3);
			q4<=ST;
			mem_en_ex<=(q3|q4);
			q5<=((~q2)&(q3|q4));
			mem_mux_sel_dm<=q5;		 
			reg1<=ins_and[14:10];
			reg2<=reg1;
			RW_dm<=reg2;
			reg4<=RW_dm;
			reg5<=ins_and[4:0];
			reg6<=ins_and[9:5];
		end
end 
assign in_ex = {15{~(JMP|Cond_J|q1)}};  
assign ins_and = ins[25:11]&in_ex;	
assign comp1 = (reg2==reg6)?1'b1:1'b0;
assign comp2 = (RW_dm==reg6)?1'b1:1'b0;
assign comp3 = (reg4==reg6)?1'b1:1'b0;		 
assign comp4 = (reg2==reg5)?1'b1:1'b0;
assign comp5 = (RW_dm==reg5)?1'b1:1'b0;
assign comp6 = (reg4==reg5)?1'b1:1'b0;
assign and1 = (~comp1)&comp2;
assign and2 = (~comp1)&(~comp2)&comp3;
assign and3 = (~comp4)&comp5;						 
assign and4 = (~comp4)&(~comp5)&comp6;
assign mux_sel_A=(and2==1)?2'b11:(and1==1)?2'b10:(comp1==1)?2'b01:2'b00; 
assign mux_sel_B=(and4==1)?2'b11:(and3==1)?2'b10:(comp4==1)?2'b01:2'b00; 
endmodule
==> run.sh <==
#!/bin/bash
# OpenROAD 26Q1-2900-gdf79404cd8, Yosys 0.63+post, stock flow scripts
make -C /OpenROAD-flow-scripts/flow DESIGN_CONFIG=/design/flow/config.mk WORK_HOME=/design/flow/orfs finish
==> config.mk <==
export PLATFORM = sky130hd
export DESIGN_NAME = Dependency_check_block
export DESIGN_NICKNAME = Dependency_check_block
export VERILOG_FILES = /design/flow/design.v
export SDC_FILE = /design/flow/constraint.sdc
export NUM_CORES = 4
export LEC_CHECK = 1
export CORE_UTILIZATION = 50
==> constraint.sdc <==
current_design Dependency_check_block

set clk_period 2.7
set clk_io_pct 0.2

create_clock -name clk0 -period $clk_period [get_ports {clk}]

set non_clock_inputs [all_inputs -no_clocks]
set_input_delay [expr $clk_period * $clk_io_pct] -clock clk0 $non_clock_inputs
set_output_delay [expr $clk_period * $clk_io_pct] -clock clk0 [all_outputs]
==> summary.txt <==
Notes on the physical implementation.

- The run finished with clean final reports.
- TritonCTS built the clock tree.
- The data required time of the critical path is 2.16 ns, for reference.
- Summed over all failing endpoints, the final setup total negative slack is 0 ns.
- In the post-route report, total wirelength is listed as 3.95 mm.
- The vertical die size is 66.2 um, for reference.
- The number of core rows is 22, for reference.
- Counting buffers and inverters, the worst setup path is 5 cells deep.
- The average vias per placed instance is 4.66, for reference.
- For this run, the total global-route usage over all layers was measured as 21.4%.
- Synthesis produced a netlist whose cell count is 173.
- The CTS report gives the tree buffer count as 9.
- The analysis attributes to cell leakage a power of 1.22 nW.
- The CTS H-tree depth is 3, for reference.
- The initial antenna violation count is 0, for reference.
- The number of global-route vias before repair is 1438, for reference.
- The floorplan step set the die width to 66.2 um.
- The final critical-path share of the clock period is 92.6%, for reference.
- The first global-routing pass estimated 6.67 mm of wire.
- The internal power is 1.58 mW, for reference.
- The pin count of the biggest net entering global routing is 51, for reference.
- The number of warning messages in the yosys log is 17, for reference.
- The final setup violation count is 0, for reference.
- 69 I/O pins were placed.
- In this run, post-CTS hold repair placed 0 buffers.
- The tightest hold path in the finished design has a slack of 0.427 ns.
- The post-route netlist has 12.7% of its cells at a drive strength greater than 1.
- On the critical path, the stage with the largest delay is an instance of clkdlybuf4s50_1.
- The clock drives 60 sinks.
- Of the total power, combinational logic draws 10.8%.
- The flow reports an fmax of 0.400 GHz.
- Counting both buffers and inverters, the worst setup path holds a total of 1.
- The tally of nets with antenna violations remaining after routing is 0, for reference.
- The number of filler cells placed in the layout is 218, for reference.
- The dominant delay contributor by cell family on the critical path is buffers and inverters, for reference.
- The routed layout has 1397 vias.
- The worst-case clock skew is 0.00694 ns, for reference.
- A synthesized cell averages 11.9 um2.
- Summed over all layers, the global routing overflow is 0.
- The clock root buffer is clkbuf_8, for reference.
- The capture point of the critical path was reported as mux_sel_A[1].
- The placed instance count is 284, for reference.
- The final timing report lists a hold violation count of 0.
- Per the breakdown, switching nets consume 20.4% of all power.
- The critical path in this run is classified as reg2out.
- Compared with the post-synthesis result, the final layout area differs by 45.1%.
- Subtracting the final worst setup slack from the clock period gives 2.50 ns.
- The final timing report lists a max-slew violation count of 0.
- The class of the tightest hold or removal check is reg2reg, for reference.
- After its last routability iteration, the placer logged a weighted congestion of 0.749.
- The chip area line of the yosys report is 2060 um2, for reference.
- The number of design rule violations left after detail routing is 0, for reference.
- The start of the worst register-to-register path is q1, for reference.
- The max-capacitance violation count is 0, for reference.
- For this run, the script counts the antenna cells in the layout as 0.
- The power density relative to cell area is 665 nW/um2, for reference.
- The signal on the critical path passes through xnor2_1, nand3_1, nor3_1, o32a_1, clkdlybuf4s50_1.
- The floorplan core area is 3800 um2, for reference.
- In the Yosys stats the netlist draws on 25 distinct library cells.
- The report lists the number of cells resized after CTS as 0.
- The cell count in the Yosys report is 173, for reference.
- Once the clock tree was built, the setup fixing pass inserted 0 buffers.
- Looking at the clock tree report, the maximum root-to-sink buffer count equals 2.
- The count of cells in the finished layout, fillers not included, comes to 300.
- The number of warnings reported in the stage logs is 26.
- The end of the worst register-to-register path is reg6[0], for reference.
- The data arrival time reported for the critical path is 1.96 ns.
- Setup repair after global routing left no endpoint under its margin.
- The clock latency on the worst-skew pair is 0.32 ns, for reference.
- The core utilization at floorplan is 54.2%, for reference.
- The timing startpoint of the critical path is RW_dm[2], for reference.
- The clock transition time at the flip-flop clock pins of the worst setup and hold paths is 0.06 ns, for reference.
- The average wire per cell in the routed design is 13.2 um, for reference.
- The mapped netlist covers 2060 um2.
- In the log, the iteration count for the first detailed-route pass is 4.
- The sequential share of the synthesized area is 60.8%, for reference.
- Per the slew report, the remaining headroom to the max-slew limit stands at 73.3%.
- The depth of the worst register-to-register path is 2, for reference.
- The count of port buffers added during placement is 68, for reference.
- The kind of end point of the critical path is an output port, for reference.
- The register share of total power is 48.9%, for reference.
- The worst vdd rail ir drop is 0.724 mV, for reference.
- The setup check on the worst reg-to-reg path leaves a slack of 1.73 ns.
- The worst setup path is launched from a flip-flop.
- The post-synth register bit count is 60.
- The power spent charging and discharging nets is 0.406 mW, for reference.
- For this block, the initial DRC count from the detailed router was 47.
- The peak fanout along the critical path is 4, for reference.
- For the pin with the worst max-slew slack, the measured transition is 0.400 ns.
- Per STA, the highest per-stage delay on the worst path measures 0.45 ns.
- The die area is 4380 um2, for reference.
- The flow reports that the clock network draws 40.3% of the design power.
- The half-perimeter wire length of the detailed placement result is 2.60 mm, for reference.
==> per-stage QoR <==
stage	cell area, um2	worst slack, ns	power (mW)	util, %
finish	2990	0.201	1.99	78.7
floorplan	2060	1.14	1.07	-
global route	2990	0.0576	2.09	78.7
CTS	2990	0.184	2.01	78.7
detailed placement	2770	0.569	1.20	73.0
global placement	2770	0.570	1.20	73.0
==> logic make-up (layout without fill, tap and decap cells) <==
group	after synthesis	count (layout)	synth area share (%)
XOR/XNOR	30	30	12.8
flip-flops	60	60	60.8
AND/OR/NAND/NOR	69	69	20.8
AND-OR/OR-AND	7	7	3.83
buffers and inverters	7	86	1.88
==> power groups by stage <==
stage / Combinational, mW / Clock [mW] / Sequential, mW
CTS: 0.217 / 0.821 / 0.972
global route: 0.237 / 0.873 / 0.976
finish: 0.215 / 0.802 / 0.971
==> synthesized netlist by cell type <==
library cell / instances / area (um2)
nor3_1: 6 / 30.0
xor2_1: 14 / 123
clkbuf_2: 1 / 5.00
o32a_2: 1 / 11.3
nor2_1: 2 / 7.51
inv_1: 1 / 3.75
o21bai_2: 1 / 11.3
edfxtp_1: 5 / 150
nand3_1: 7 / 35.0
and3_1: 7 / 43.8
nor2b_2: 1 / 8.76
xnor2_1: 16 / 140
o21a_1: 1 / 7.51
o32ai_1: 2 / 17.5
buf_4: 1 / 7.51
and3_2: 5 / 37.5
and2_1: 33 / 206
clkbuf_1: 3 / 11.3
a31oi_4: 1 / 21.3
nor3b_1: 1 / 7.51
o32a_1: 1 / 10.0
nor2b_1: 1 / 6.26
buf_6: 1 / 11.3
dfxtp_1: 55 / 1100
and2_2: 6 / 45.0
==> cells in the final DEF, fill, tap and decap left out, drive strengths merged, types with 2 or more instances in the layout <==
cell,netlist,layout
nand3,7,7
edfxtp,5,5
o32a,2,2
nor3,6,6
xnor2,16,16
and3,12,12
clkdlybuf4s50,0,68
dfxtp,55,55
inv,1,2
o32ai,2,2
nor2,2,2
clkbuf,4,14
xor2,14,14
nor2b,2,2
and2,39,39
==> registers in the layout (all words and copies together) (netlist names) <==
register,cells
reg6,5
q1,1
mem_mux_sel_dm,1
imm_sel,1
reg5,5
reg4,5
reg1,5
q3,1
mem_en_ex,1
RW_dm,5
mem_rw_ex,1
q4,1
q5,1
reg2,5
op_dec,6
imm,16
==> layer usage <==
layer  part of all wire [%]  global-route usage [%]
met3                    7.2                    8.22
met4                   0.73                    2.13
met5                      0                       0
met1                     43                    30.2
met2                     49                    33.8
==> layout make-up <==
type | count | area (um2) | area share (%)
Clock buffer | 14 | 204 | 6.83
Clock inverter | 2 | 11.3 | 0.377
Inverter | 1 | 3.75 | 0.126
Multi-Input combinational cell | 106 | 769 | 25.8
Sequential cell | 60 | 1250 | 41.9
Tap cell | 48 | 60.1 | 2.01
Timing Repair Buffer | 69 | 688 | 23.0
==> worst min path at each step <==
stage         from  to  slack, ns  depth (start not counted)
CTS             q3  q3       0.43                          1
global route    q3  q3       0.45                          1
finish          q3  q3       0.43                          1
No activity file was given, so power comes from the tool's default toggle rates.
