===== design.v =====
`timescale 1ns / 1ps
module Register_bank(ans_ex,ans_wb,imm,mux_sel_A,mux_sel_B,imm_sel,RA,RB,RW_dm,clk,ans_dm,A,B,AR,BR);
input [4:0] RA,RB,RW_dm;
input clk,imm_sel;
input[1:0]mux_sel_A,mux_sel_B;
input [15:0] ans_dm,ans_ex,ans_wb,imm;
output wire [15:0]A,B;
output reg[15:0] AR,BR;
wire [15:0]BI;
reg [15:0] register [31:0];   
assign A = (mux_sel_A==2'b00)?AR:(mux_sel_A==2'b01)?ans_ex:(mux_sel_A==2'b10)?ans_dm:(mux_sel_A==2'b11)?ans_wb:16'd0; 
assign BI = (mux_sel_B==2'b00)?BR:(mux_sel_B==2'b01)?ans_ex:(mux_sel_B==2'b10)?ans_dm:(mux_sel_B==2'b11)?ans_wb:16'd0;    
assign B = (imm_sel==1'b0)?BI:imm;  
always@(posedge clk)
begin
register[RW_dm]=ans_dm;   
AR = register[RA];   
BR = register[RB];
register[0] = 16'b0000000000001000;
end
endmodule

===== run.sh =====
#!/bin/bash
# OpenROAD 26Q1-2900-gdf79404cd8, Yosys 0.63+post, stock flow scripts
make -C /OpenROAD-flow-scripts/flow DESIGN_CONFIG=/design/flow/config.mk WORK_HOME=/design/flow/orfs finish

===== config.mk =====
export PLATFORM = sky130hd
export DESIGN_NAME = Register_bank
export DESIGN_NICKNAME = Register_bank
export VERILOG_FILES = /design/flow/design.v
export SDC_FILE = /design/flow/constraint.sdc
export NUM_CORES = 4
export LEC_CHECK = 1
export CORE_UTILIZATION = 50

===== constraint.sdc =====
current_design Register_bank

set clk_period 6.2
set clk_io_pct 0.2

create_clock -name clk0 -period $clk_period [get_ports {clk}]

set non_clock_inputs [all_inputs -no_clocks]
set_input_delay [expr $clk_period * $clk_io_pct] -clock clk0 $non_clock_inputs
set_output_delay [expr $clk_period * $clk_io_pct] -clock clk0 [all_outputs]

==> flow_summary.yaml <==
# implementation run metrics
drt:
  detail_route.wl_per_cell_um: 37.8
  detail_route.iter0.violations: 3429
  iteration_tally_of_the_first_detailed_router_pass: 15
  ant_nets: 0
  wl_mm: 133
  vias: 24500
  route.detailed.drc: 0
  drt-vias-per-instance: 6.92
die:
  fp-row-count: 81
  dieArea_um2: 50400
  dieWidth_um: 225
  die_y_um: 225
  io_pins: 149
  floorplan_utilization_pct: 50.7
  core_area_um2: 48800
final_timing:
  worstMarginPinSlew_ps: 1190
  largest_clock_skew_in_the_final_design_ps: 19.2
  setup_repair_after_global_routing_missed_its_margin: "no"
  timing.final.setup_violations: 0
  maxSlewHeadroom_pct: 20.5
  max_clock_freq_mhz: 212
  slew_viol_final: 0
  fin_crit_sh_pct: 76.0
  hold_viol: 0
  finalSetupTns_ps: 0
  timing.final.crit_period_ps: 4710
power:
  power_per_cell_area_nw_per_um2: 346
  worst_ir_drop_vdd_uv: 240
  power.leakage_nw: 14.7
final_layout:
  final_area_um2: 29200
  finalCoreUtilization_pct: 59.8
  area_overhead_vs_synth_pct: 18.1
  final_layout_size_suffix_gt1_share_pct: 11.7
  layout_top_cells_excl_fill_tap: "sky130_fd_sc_hd__dfxtp_1, sky130_fd_sc_hd__inv_1, sky130_fd_sc_hd__mux2i_1"
  mostFrequentLayoutCell: "sky130_fd_sc_hd__dfxtp_1"
run:
  tool_warnings: 25
  maxCapViolCount: 0
place:
  dpl-instance-area_um2: 27400
  gpl.final_weighted_congestion: 1.12
  post-dp-hpwl_mm: 86.9
  placement.io_buffers: 148
logic_synthesis:
  netlist_area_um2: 24800
  dominantRegCellSynth: "sky130_fd_sc_hd__dfxtp_1"
  async_flop_share_pct: 0
  postSynthCellCount: 2682
  yosysWarnings: 2
  number_of_library_cell_types_mapped_by_synthesis: 57
  edf_count: 0
  ys_cells: 2682
  yosys.stat.chipArea_um2: 24800
  synth_area_per_cell_um2: 9.23
  numSynthFlops: 528
  synth.yosys.seq_area_share_pct: 42.7
clock_tree:
  cts_setup_buffers: 0
  clock_tree.root_cell: "sky130_fd_sc_hd__clkbuf_16"
  ctsHtreeMaxLevel: 2
  cts-buffers-inserted: 56
  cts_hold_repair.buffers: 0
  tritoncts: "built"
  cts-resized-gates: 0
  ctsLongestPathBuffers: 3
  clkSlewWorstSetupHoldPaths_ps: 60
  clkSinkCount: 528
  clock_insertion_delay_worst_skew_ps: 640
worst_setup_path:
  crit_required_ps: 6670
  cp_data_arrival_time_ps: 5180
  worstSetupStartpoint: "RW_dm[1]"
  cp_class: "in2reg"
  max_stage_delay_ps: 830
  crit-reg2reg-launch: "register[10][1]"
  worstPathCellList: "clkdlybuf4s50_1 -> nand3b_1 -> nor2_2 -> buf_4 -> mux2i_1 -> nor2_1 -> a2111o_1 -> a2111oi_0 -> a31oi_1"
  start_kind: "input pin"
  worst-path-max-fanout: 11
  end_kind: "flip-flop"
  worst_path_max_delay_cell: "sky130_fd_sc_hd__a2111oi_0"
global_routing:
  grt.total_usage_pct: 54.7
  vias_in_the_first_global_route: 22800
  grt_first_pass_wirelength_mm: 180
  grt_remaining_overflow: 0
  grt_max_degree: 36
  antenna_violations_before_repair: 7
worst_hold_path:
  holdCritPathClass: "reg2reg"
  timing.hold.worst.start: "register[16][11]"
run_status:
  outcome: "finished clean"
==> final timing paths <==
check | to | slack, ps | cells after the start
worst max-delay path | BR[1] | 1490 | 9
worst min-delay path | register[16][11] | 470 | 2
worst max register to register | BR[1] | 3800 | 5
worst min register to register | register[16][11] | 470 | 2
==> cell type report <==
type | instances | area [µm²]
inverters | 470 | 1760
repair buffers | 292 | 2560
clock buffers | 85 | 1750
well taps | 664 | 831
diodes | 4 | 10.0
fillers | 4079 | 19600
clock inverters | 9 | 77.6
flip-flops and latches | 528 | 10600
multi-input cells | 1483 | 11700
==> cells by family (layout without fill, tap and decap cells) <==
group | Yosys count | count (layout) | share of synthesized area (%)
buffers and inverters | 671 | 856 | 10.5
AND-OR/OR-AND | 583 | 583 | 15.7
multiplexers | 534 | 534 | 23.4
flip-flops | 528 | 528 | 42.7
AND/OR/NAND/NOR | 366 | 366 | 7.72
other | 0 | 4 | 0
==> synth_stat cells, types with 5 or more instances <==
library cell                number  share of area, %
sky130_fd_sc_hd__clkbuf_1      143               2.2
sky130_fd_sc_hd__nor3_1         42              0.85
sky130_fd_sc_hd__buf_1          18              0.27
sky130_fd_sc_hd__nand2b_1        6              0.15
sky130_fd_sc_hd__mux2_2         38               1.7
sky130_fd_sc_hd__a221o_1         5              0.20
sky130_fd_sc_hd__nor2b_1        10              0.25
sky130_fd_sc_hd__mux2i_1       464                19
sky130_fd_sc_hd__a31oi_1        40               1.0
sky130_fd_sc_hd__nand2_1       123               1.9
sky130_fd_sc_hd__o22ai_1       352               8.9
sky130_fd_sc_hd__or4_1          20              0.61
sky130_fd_sc_hd__and4_1          9              0.32
sky130_fd_sc_hd__o221ai_1       43               1.5
sky130_fd_sc_hd__o22a_1         39               1.4
sky130_fd_sc_hd__buf_4           6              0.18
sky130_fd_sc_hd__buf_2          32              0.65
sky130_fd_sc_hd__and3b_1         5              0.18
sky130_fd_sc_hd__a2111oi_0       5              0.18
sky130_fd_sc_hd__dfxtp_1       528                43
sky130_fd_sc_hd__inv_1         470               7.1
sky130_fd_sc_hd__and2_1         12              0.30
sky130_fd_sc_hd__mux4_2         32               2.9
sky130_fd_sc_hd__a21oi_1        58               1.2
sky130_fd_sc_hd__nand3_1        11              0.22
sky130_fd_sc_hd__nor4_1         52               1.3
sky130_fd_sc_hd__o21ai_0         8              0.16
sky130_fd_sc_hd__nor2_1         47              0.71
==> state kept, by name (all words and copies together), names as in the netlist <==
name      flops
register    496
AR           16
BR           16
==> critical path: cells and delay by family <==
kind                   cells  cell delay (ps)
AOI/OAI and AO/OA          3             1300
buffers and inverters      2             1160
and+or+nand+nor            3             1150
muxes                      1              320
==> power breakdown <==
part           total (W)  leakage [nW]  internal [W]  switching (W)
sequential       0.00447          4.44       0.00424       0.000235
clock            0.00341         0.902       0.00196        0.00144
combinational    0.00225          9.32      0.000840        0.00141
==> layer usage <==
layer,vias up,part of all wire [%],track usage [%]
met5,-,0.35,5.38
li1,9823,-,-
met4,24,10,38.0
met1,11400,34,68.0
met2,2338,37,69.4
met3,893,18,33.8
==> stage by stage <==
stage | setup WS [ps] | power [W] | hold WS [ps] | std cells
after CTS | 1690 | 0.0100 | 473 | 3531
after global routing | 1520 | 0.0104 | 492 | 3531
after detailed placement | 1060 | 0.00667 | 457 | 3437
after global placement | 1040 | 0.00663 | 451 | 3437
after floorplan | 2000 | 0.00579 | 436 | 2682
final | 1490 | 0.0101 | 473 | 3535
No activity file was given, so power comes from the tool's default toggle rates.
